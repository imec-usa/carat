## design.v

```verilog
`timescale 1ns/1ps
module adder_32bit (
    input wire [31:0] a,
    input wire [31:0] b,
    output wire [31:0] sum
);
    wire [31:0] p, g;
    wire [32:0] c;
    assign c[0] = 1'b0;
    wire [7:0] block_p, block_g;
    wire [8:0] block_c;
    assign block_c[0] = 1'b0;
    assign p = a ^ b;   
    assign g = a & b;   
    assign c[1] = g[0] | (p[0] & c[0]);
    assign c[2] = g[1] | (p[1] & c[1]);
    assign c[3] = g[2] | (p[2] & c[2]);
    assign c[4] = g[3] | (p[3] & c[3]);
    assign block_p[0] = p[0] & p[1] & p[2] & p[3];
    assign block_g[0] = g[3] | (p[3] & g[2]) | (p[3] & p[2] & g[1]) | (p[3] & p[2] & p[1] & g[0]);
    assign c[5] = g[4] | (p[4] & c[4]);
    assign c[6] = g[5] | (p[5] & c[5]);
    assign c[7] = g[6] | (p[6] & c[6]);
    assign c[8] = g[7] | (p[7] & c[7]);
    assign block_p[1] = p[4] & p[5] & p[6] & p[7];
    assign block_g[1] = g[7] | (p[7] & g[6]) | (p[7] & p[6] & g[5]) | (p[7] & p[6] & p[5] & g[4]);
    assign c[9]  = g[8]  | (p[8]  & c[8]);
    assign c[10] = g[9]  | (p[9]  & c[9]);
    assign c[11] = g[10] | (p[10] & c[10]);
    assign c[12] = g[11] | (p[11] & c[11]);
    assign block_p[2] = p[8] & p[9] & p[10] & p[11];
    assign block_g[2] = g[11] | (p[11] & g[10]) | (p[11] & p[10] & g[9]) | (p[11] & p[10] & p[9] & g[8]);
    assign c[13] = g[12] | (p[12] & c[12]);
    assign c[14] = g[13] | (p[13] & c[13]);
    assign c[15] = g[14] | (p[14] & c[14]);
    assign c[16] = g[15] | (p[15] & c[15]);
    assign block_p[3] = p[12] & p[13] & p[14] & p[15];
    assign block_g[3] = g[15] | (p[15] & g[14]) | (p[15] & p[14] & g[13]) | (p[15] & p[14] & p[13] & g[12]);
    assign c[17] = g[16] | (p[16] & c[16]);
    assign c[18] = g[17] | (p[17] & c[17]);
    assign c[19] = g[18] | (p[18] & c[18]);
    assign c[20] = g[19] | (p[19] & c[19]);
    assign block_p[4] = p[16] & p[17] & p[18] & p[19];
    assign block_g[4] = g[19] | (p[19] & g[18]) | (p[19] & p[18] & g[17]) | (p[19] & p[18] & p[17] & g[16]);
    assign c[21] = g[20] | (p[20] & c[20]);
    assign c[22] = g[21] | (p[21] & c[21]);
    assign c[23] = g[22] | (p[22] & c[22]);
    assign c[24] = g[23] | (p[23] & c[23]);
    assign block_p[5] = p[20] & p[21] & p[22] & p[23];
    assign block_g[5] = g[23] | (p[23] & g[22]) | (p[23] & p[22] & g[21]) | (p[23] & p[22] & p[21] & g[20]);
    assign c[25] = g[24] | (p[24] & c[24]);
    assign c[26] = g[25] | (p[25] & c[25]);
    assign c[27] = g[26] | (p[26] & c[26]);
    assign c[28] = g[27] | (p[27] & c[27]);
    assign block_p[6] = p[24] & p[25] & p[26] & p[27];
    assign block_g[6] = g[27] | (p[27] & g[26]) | (p[27] & p[26] & g[25]) | (p[27] & p[26] & p[25] & g[24]);
    assign c[29] = g[28] | (p[28] & c[28]);
    assign c[30] = g[29] | (p[29] & c[29]);
    assign c[31] = g[30] | (p[30] & c[30]);
    assign c[32] = g[31] | (p[31] & c[31]);
    assign block_p[7] = p[28] & p[29] & p[30] & p[31];
    assign block_g[7] = g[31] | (p[31] & g[30]) | (p[31] & p[30] & g[29]) | (p[31] & p[30] & p[29] & g[28]);
    assign block_c[1] = block_g[0] | (block_p[0] & block_c[0]);
    assign block_c[2] = block_g[1] | (block_p[1] & block_c[1]);
    assign block_c[3] = block_g[2] | (block_p[2] & block_c[2]);
    assign block_c[4] = block_g[3] | (block_p[3] & block_c[3]);
    assign block_c[5] = block_g[4] | (block_p[4] & block_c[4]);
    assign block_c[6] = block_g[5] | (block_p[5] & block_c[5]);
    assign block_c[7] = block_g[6] | (block_p[6] & block_c[6]);
    assign block_c[8] = block_g[7] | (block_p[7] & block_c[7]);
    assign sum = p ^ c[31:0];
endmodule
module csa_32bit (
    input wire [31:0] a,
    input wire [31:0] b,
    input wire [31:0] c,
    output wire [31:0] sum,
    output wire [31:0] carry
);
    genvar i;
    generate
        for (i = 0; i < 32; i = i + 1) begin : csa_bit
            full_adder fa (
                .a(a[i]),
                .b(b[i]),
                .c_in(c[i]),
                .sum(sum[i]),
                .c_out(carry[i])
            );
        end
    endgenerate
endmodule
module full_adder (
    input wire a,
    input wire b,
    input wire c_in,
    output wire sum,
    output wire c_out
);
    wire xor_ab, and_ab, and_xor_cin;
    xor_gate xor1 (.a(a), .b(b), .out(xor_ab));
    xor_gate xor2 (.a(xor_ab), .b(c_in), .out(sum));
    and_gate and1 (.a(a), .b(b), .out(and_ab));
    and_gate and2 (.a(xor_ab), .b(c_in), .out(and_xor_cin));
    or_gate or1 (.a(and_ab), .b(and_xor_cin), .out(c_out));
endmodule
module mac_array_4x4 (
    input wire clk,
    input wire rst_n,
    input wire en,
    input wire load_acc,
    input wire [15:0] a_in_0,
    input wire [15:0] a_in_1,
    input wire [15:0] a_in_2,
    input wire [15:0] a_in_3,
    input wire [15:0] b_in_0,
    input wire [15:0] b_in_1,
    input wire [15:0] b_in_2,
    input wire [15:0] b_in_3,
    input wire [31:0] partial_sum_init [0:3][0:3],
    output wire [31:0] result_0_0, result_0_1, result_0_2, result_0_3,
    output wire [31:0] result_1_0, result_1_1, result_1_2, result_1_3,
    output wire [31:0] result_2_0, result_2_1, result_2_2, result_2_3,
    output wire [31:0] result_3_0, result_3_1, result_3_2, result_3_3
);
    wire [15:0] a_wire [0:3][0:4];   
    wire [15:0] b_wire [0:4][0:3];   
    assign a_wire[0][0] = a_in_0;
    assign a_wire[1][0] = a_in_1;
    assign a_wire[2][0] = a_in_2;
    assign a_wire[3][0] = a_in_3;
    assign b_wire[0][0] = b_in_0;
    assign b_wire[0][1] = b_in_1;
    assign b_wire[0][2] = b_in_2;
    assign b_wire[0][3] = b_in_3;
    wire [31:0] acc_out [0:3][0:3];
    genvar row, col;
    generate
        for (row = 0; row < 4; row = row + 1) begin : pe_row
            for (col = 0; col < 4; col = col + 1) begin : pe_col
                pe pe_inst (
                    .clk(clk),
                    .rst_n(rst_n),
                    .en(en),
                    .a_in(a_wire[row][col]),
                    .b_in(b_wire[row][col]),
                    .partial_sum_in(partial_sum_init[row][col]),
                    .load_acc(load_acc),
                    .a_out(a_wire[row][col+1]),
                    .b_out(b_wire[row+1][col]),
                    .acc_out(acc_out[row][col])
                );
            end
        end
    endgenerate
    assign result_0_0 = acc_out[0][0];
    assign result_0_1 = acc_out[0][1];
    assign result_0_2 = acc_out[0][2];
    assign result_0_3 = acc_out[0][3];
    assign result_1_0 = acc_out[1][0];
    assign result_1_1 = acc_out[1][1];
    assign result_1_2 = acc_out[1][2];
    assign result_1_3 = acc_out[1][3];
    assign result_2_0 = acc_out[2][0];
    assign result_2_1 = acc_out[2][1];
    assign result_2_2 = acc_out[2][2];
    assign result_2_3 = acc_out[2][3];
    assign result_3_0 = acc_out[3][0];
    assign result_3_1 = acc_out[3][1];
    assign result_3_2 = acc_out[3][2];
    assign result_3_3 = acc_out[3][3];
endmodule
module and_gate (
    input wire a,
    input wire b,
    output wire out
);
    and(out,a,b);
endmodule
module xor_gate (
    input wire a,
    input wire b,
    output wire out
);
    xor(out,a,b);
endmodule
module or_gate (
    input wire a,
    input wire b,
    output wire out
);
    or(out,a,b);
endmodule
module multiplier_16bit (
    input wire [15:0] a,
    input wire [15:0] b,
    output wire [31:0] product
);
    wire [31:0] pp [15:0];
    genvar i, j;
    generate
        for (i = 0; i < 16; i = i + 1) begin : pp_row
            for (j = 0; j < 16; j = j + 1) begin : pp_col
                wire pp_bit;
                and pp_and (pp_bit, a[j], b[i]);
                assign pp[i][j+i] = pp_bit;
            end
            if (i > 0) begin : lower_zeros
                for (j = 0; j < i; j = j + 1) begin : lz
                    assign pp[i][j] = 1'b0;
                end
            end
            if (i + 16 < 32) begin : upper_zeros
                for (j = i + 16; j < 32; j = j + 1) begin : uz
                    assign pp[i][j] = 1'b0;
                end
            end
        end
    endgenerate
    wire [31:0] s1_sum[5:0], s1_carry[5:0];
    csa_32bit csa1_0 (.a(pp[0]), .b(pp[1]), .c(pp[2]), .sum(s1_sum[0]), .carry(s1_carry[0]));
    csa_32bit csa1_1 (.a(pp[3]), .b(pp[4]), .c(pp[5]), .sum(s1_sum[1]), .carry(s1_carry[1]));
    csa_32bit csa1_2 (.a(pp[6]), .b(pp[7]), .c(pp[8]), .sum(s1_sum[2]), .carry(s1_carry[2]));
    csa_32bit csa1_3 (.a(pp[9]), .b(pp[10]), .c(pp[11]), .sum(s1_sum[3]), .carry(s1_carry[3]));
    csa_32bit csa1_4 (.a(pp[12]), .b(pp[13]), .c(pp[14]), .sum(s1_sum[4]), .carry(s1_carry[4]));
    assign s1_sum[5] = pp[15];
    assign s1_carry[5] = 32'd0;
    wire [31:0] s2_sum[3:0], s2_carry[3:0];
    csa_32bit csa2_0 (.a(s1_sum[0]), .b({s1_carry[0][30:0], 1'b0}), .c(s1_sum[1]),
                      .sum(s2_sum[0]), .carry(s2_carry[0]));
    csa_32bit csa2_1 (.a({s1_carry[1][30:0], 1'b0}), .b(s1_sum[2]), .c({s1_carry[2][30:0], 1'b0}),
                      .sum(s2_sum[1]), .carry(s2_carry[1]));
    csa_32bit csa2_2 (.a(s1_sum[3]), .b({s1_carry[3][30:0], 1'b0}), .c(s1_sum[4]),
                      .sum(s2_sum[2]), .carry(s2_carry[2]));
    csa_32bit csa2_3 (.a({s1_carry[4][30:0], 1'b0}), .b(s1_sum[5]), .c({s1_carry[5][30:0], 1'b0}),
                      .sum(s2_sum[3]), .carry(s2_carry[3]));
    wire [31:0] s3_sum[2:0], s3_carry[2:0];
    csa_32bit csa3_0 (.a(s2_sum[0]), .b({s2_carry[0][30:0], 1'b0}), .c(s2_sum[1]),
                      .sum(s3_sum[0]), .carry(s3_carry[0]));
    csa_32bit csa3_1 (.a({s2_carry[1][30:0], 1'b0}), .b(s2_sum[2]), .c({s2_carry[2][30:0], 1'b0}),
                      .sum(s3_sum[1]), .carry(s3_carry[1]));
    assign s3_sum[2] = s2_sum[3];
    assign s3_carry[2] = {s2_carry[3][30:0], 1'b0};
    wire [31:0] s4_sum[1:0], s4_carry[1:0];
    csa_32bit csa4_0 (.a(s3_sum[0]), .b({s3_carry[0][30:0], 1'b0}), .c(s3_sum[1]),
                      .sum(s4_sum[0]), .carry(s4_carry[0]));
    csa_32bit csa4_1 (.a({s3_carry[1][30:0], 1'b0}), .b(s3_sum[2]), .c(s3_carry[2]),
                      .sum(s4_sum[1]), .carry(s4_carry[1]));
    wire [31:0] final_sum, final_carry;
    csa_32bit csa_final (.a(s4_sum[0]), .b({s4_carry[0][30:0], 1'b0}), .c(s4_sum[1]),
                         .sum(final_sum), .carry(final_carry));
    wire [31:0] shifted_carry;
    assign shifted_carry = {final_carry[30:0], 1'b0};
    wire [31:0] temp_sum;
    adder_32bit final_adder1 (.a(final_sum), .b(shifted_carry), .sum(temp_sum));
    wire [31:0] shifted_carry2;
    assign shifted_carry2 = {s4_carry[1][30:0], 1'b0};
    adder_32bit final_adder2 (.a(temp_sum), .b(shifted_carry2), .sum(product));
endmodule
module pe (
    input wire clk,
    input wire rst_n,
    input wire en,
    input wire [15:0] a_in,       
    input wire [15:0] b_in,       
    input wire [31:0] partial_sum_in,   
    input wire load_acc,          
    output reg [15:0] a_out,      
    output reg [15:0] b_out,      
    output wire [31:0] acc_out    
);
    wire [31:0] mult_result;
    wire [31:0] add_result;
    reg [31:0] accumulator;
    multiplier_16bit mult_inst (
        .a(a_in),
        .b(b_in),
        .product(mult_result)
    );
    adder_32bit add_inst (
        .a(accumulator),
        .b(mult_result),
        .sum(add_result)
    );
    always @(posedge clk or negedge rst_n) begin
        if (!rst_n) begin
            accumulator <= 32'd0;
        end else if (load_acc) begin
            accumulator <= partial_sum_in;
        end else if (en) begin
            accumulator <= add_result;
        end
    end
    always @(posedge clk or negedge rst_n) begin
        if (!rst_n) begin
            a_out <= 16'd0;
            b_out <= 16'd0;
        end else if (en) begin
            a_out <= a_in;
            b_out <= b_in;
        end
    end
    assign acc_out = accumulator;
endmodule
```

## run.sh

```bash
#!/bin/bash
# OpenROAD 26Q1-2900-gdf79404cd8, Yosys 0.63+post, stock flow scripts
make -C /OpenROAD-flow-scripts/flow DESIGN_CONFIG=/design/flow/config.mk WORK_HOME=/design/flow/orfs finish
```

## config.mk

```make
export PLATFORM = sky130hd
export DESIGN_NAME = mac_array_4x4
export DESIGN_NICKNAME = mac_array_4x4
export VERILOG_FILES = /design/flow/design.v
export SDC_FILE = /design/flow/constraint.sdc
export NUM_CORES = 4
export LEC_CHECK = 1
export CORE_UTILIZATION = 50
export SYNTH_HDL_FRONTEND = slang
```

## constraint.sdc

```tcl
current_design mac_array_4x4

set clk_period 18.8
set clk_io_pct 0.2

create_clock -name clk0 -period $clk_period [get_ports {clk}]

set non_clock_inputs [all_inputs -no_clocks]
set_input_delay [expr $clk_period * $clk_io_pct] -clock clk0 $non_clock_inputs
set_output_delay [expr $clk_period * $clk_io_pct] -clock clk0 [all_outputs]
```

==> results.toml <==
# flow metrics
[status]
status = "finished clean"

[logic_synthesis]
ys_area_um2 = 175000
yosysWarnings = 0
syn_area_per_cell_um2 = 9.92
yosysCellCount = 17677
yosysUniqueCellTypes = 29
syn_area_um2 = 175000
synthCells = 17677
ys_ff = 896
ys_seq_share = 0.128

[clock_tree]
cts_sinks = 896
root_buffer = "clkbuf_16"
cts_made_buffers = 137
clk_pin_slew_ns = 0.06
cts_hold_buf = 0
cts_buffer_depth = 4
cts_max_level = 4
cts_resized = 0
cts_tree = "built"
cts_setup_buffers = 0
clkLatencyLatePin_ns = 0.87

[placed_design]
hpwl_um = 413000
io_buffers = 1155
gp_congestion = 0.976
dp_cells = 23153
pre_cts_ws_ns = 0.383

[detailed_routing]
vias = 116446
first_pass_iters = 7
drt_iter0_drc = 4246
wl_per_cell_um = 21.6
routed_wl_um = 506000
avgViaCountPerCell = 4.97
route.detailed.drc = 0
ant_nets = 0

[timing]
relSlewSlack = 0.441
setup-tns-final_ns = 0
min_period_ns = 17.51
setup_ws_ns = 1.29
hold_violations = 0
clock-skew-final_ns = 0.0567
worst_pin_slew_ns = 0.838
rsz0062_at_grt = "false"
slew_viol_final = 0
fmax_ghz = 0.0571
final-setup-viol-count = 0
timing.final.crit_share = 0.931

[global_route]
grt_usage = 0.327
grt.overflow.total = 0
antenna_found_initial = 64
grt_pass1_wl_um = 796000
grt_max_degree = 103
grt_pass1_vias = 128948

[floorplan]
die_w_um = 594
initial_utilization = 0.502
core-area_um2 = 349000
chip_area_um2 = 353000
ios = 1156
fp.dieH_um = 594
num_rows = 217

[setup_path]
critical_path_class = "primary input to flop"
critPathLaunchType = "primary input"
crit_required_ns = 19.55
cp_data_arrival_time_ns = 18.26
critPathCaptureType = "flop"
worst_path_most_repeated_cell = "fa_1"
slowest_delay_ns = 0.94
r2r_slack_ns = 3.00
crit_fanout = 17
slowest_stage = "clkdlybuf4s50_1"
crit_path_start = "a_in_0[3]"
r2r-start = "pe_row[1].pe_col[0].pe_inst.a_out[4]"

[final_layout]
regArea_um2 = 22400
fill_cells = 30814
layout.cells.non_filler = 23416
postLayoutCoreUtil = 0.567
comb_area_um2 = 133000
drive_above_1_share = 0.0634
areaGrowthSynthToFinish_pct = 12.9

[job]
drv_cap = 0
warning_count = 28

[min_path]
hp-class = "flop to flop"
worstHoldStart = "pe_row[0].pe_col[3].pe_inst.b_out[4]"
## flip-flops by register name, summed over array words and instances, names as in the netlist
signal,count
pe_row.pe_col.pe_inst.acc_out,512
pe_row.pe_col.pe_inst.b_out,192
pe_row.pe_col.pe_inst.a_out,192
## final cells by class
| type | instances | share of cell area |
|---|---|---|
| Sequential cell | 896 | 0.113 |
| Inverter | 4478 | 0.0849 |
| Antenna cell | 22 | 0.000278 |
| Clock buffer | 181 | 0.0195 |
| Timing Repair Buffer | 1647 | 0.0773 |
| Tap cell | 4599 | 0.0291 |
| Clock inverter | 60 | 0.00392 |
| Multi-Input combinational cell | 11533 | 0.672 |
## cells by family (layout without fill, tap and decap cells)
group / count (synthesis) / after routing / synth area share
flops: 896 / 896 / 0.128
other cells: 0 / 22 / 0
simple gates: 5021 / 5021 / 0.163
fa+ha+maj: 5056 / 5056 / 0.533
xor+xnor: 48 / 48 / 0.00240
compound gates: 921 / 921 / 0.0269
buf+inv: 5248 / 6366 / 0.114
mux: 487 / 487 / 0.0322
## placed cells by master (no fill, tap or decap), drive strengths merged, types with 22 or more instances in the layout
cell and count:
clkdlybuf4s50 1151, buf 496, xnor2 32, nand2 1079
fa 4032, clkbuf 181, and2 3920, ha 1024
dfrtp 896, inv 4492, clkinv 28, o21ai 889
mux2 471, diode 22
## stage by stage
step           hold slack, ns  area [um^2]
6_report                0.504       198000
3_3_place_gp            0.492       193000
5_1_grt                 0.521       198000
4_1_cts                 0.508       198000
2_1_floorplan           0.502       175000
3_5_place_dp            0.498       193000
## cell usage after synthesis
library cell | n | area [um^2]
dfrtp_1 | 896 | 22400
o211ai_1 | 2 | 15.0
buf_6 | 11 | 124
a22oi_1 | 14 | 105
clkbuf_1 | 648 | 2430
a2bb2oi_1 | 2 | 17.5
nand2b_1 | 2 | 12.5
buf_4 | 36 | 270
o21ai_1 | 443 | 2220
nor2_1 | 16 | 60.1
ha_1 | 1024 | 12800
buf_2 | 62 | 310
nand2b_2 | 1 | 8.76
nand3_1 | 2 | 10.0
inv_1 | 4478 | 16800
mux2_4 | 50 | 751
buf_1 | 13 | 48.8
o311ai_1 | 3 | 26.3
fa_1 | 4032 | 80700
nand2_1 | 1079 | 4050
mux2_2 | 420 | 4730
mux2i_1 | 16 | 160
mux2_1 | 1 | 11.3
xor2_1 | 16 | 140
xnor2_1 | 32 | 280
and2_1 | 3920 | 24500
o311ai_0 | 11 | 96.3
o21ai_0 | 446 | 2230
nor2_2 | 1 | 6.26
## critical path, delay by kind of cell
kind	cells	cell delay [ns]
fa+ha+maj	31	12.59
buf+inv	5	1.15
compound gates	1	0.27
xor+xnor	2	0.31
simple gates	1	0.16
## metal layers
metal / GRT usage / vias up / share of wire
met1: 0.468 / 59718 / 0.39
met2: 0.487 / 3336 / 0.47
met4: 0.114 / 30 / 0.048
met5: 0.00771 / - / 0.0011
met3: 0.125 / 638 / 0.095
li1: - / 52724 / -
## worst paths after layout
path,to,cells after the start
max,pe_row[0].pe_col[0].pe_inst.acc_out[31],40
min,pe_row[0].pe_col[3].pe_inst.b_out[4],1
max reg2reg,pe_row[1].pe_col[1].pe_inst.acc_out[31],40
min reg2reg,pe_row[0].pe_col[3].pe_inst.b_out[4],1
max in group asynchronous,pe_row[1].pe_col[2].pe_inst.acc_out[16],7
min in group asynchronous,pe_row[3].pe_col[1].pe_inst.acc_out[9],1
